**design.v**
```verilog
module keen_program_counter #(
  parameter integer XLEN         = 32,
  parameter integer ILEN         = 32,
  parameter integer IALIGN       = $clog2(ILEN / 8),
  parameter integer RESET_VECTOR = 32'h8000_0000
) (
  input wire              clk,
  input wire              reset,
  input wire              branch,
  input wire [XLEN - 1:0] branch_address,
  output reg [XLEN - 1:0] pc
);
  always @(posedge clk) begin
    if (reset) pc <= RESET_VECTOR;
    if (!reset) pc <= branch ? branch_address : pc + (1 << IALIGN);
  end
endmodule
```
**run.sh**
```bash
#!/bin/bash
# OpenROAD 26Q1-2900-gdf79404cd8, Yosys 0.63+post, stock flow scripts
make -C /OpenROAD-flow-scripts/flow DESIGN_CONFIG=/design/flow/config.mk WORK_HOME=/design/flow/orfs finish
```
**config.mk**
```make
export PLATFORM = sky130hd
export DESIGN_NAME = keen_program_counter
export DESIGN_NICKNAME = keen_program_counter
export VERILOG_FILES = /design/flow/design.v
export SDC_FILE = /design/flow/constraint.sdc
export NUM_CORES = 4
export LEC_CHECK = 1
export CORE_AREA = 10 10 105 105
export DIE_AREA = 0 0 115 115
```
**constraint.sdc**
```tcl
current_design keen_program_counter

set clk_period 4.8
set clk_io_pct 0.2

create_clock -name clk0 -period $clk_period [get_ports {clk}]

set non_clock_inputs [all_inputs -no_clocks]
set_input_delay [expr $clk_period * $clk_io_pct] -clock clk0 $non_clock_inputs
set_output_delay [expr $clk_period * $clk_io_pct] -clock clk0 [all_outputs]
```
==> CHANGELOG.md <==
## Flow update

* Total clock sinks at 32
* Highest clock frequency the design can meet at 0.340 GHz
* Overall via count from detail_route at 1826
* Area Growth Syn to Fin at 49.4%
* Post-Synthesis Cell Area at 0.00175 sq mm
* Number of buffers inserted during clock tree synthesis at 5
* Portion of synthesized cell area occupied by the leading cell type at 36.5%
* Worst min path class: register to register
* Insertion delay at the late pin of the worst-skew pair at 290 ps
* Largest stage delay on the critical path at 770 ps
* Wire length of the first global-routing pass at between 9000 and 10000 um
* Worst Path Arrival at 3110 ps
* Row count at 34
* Area reported by Yosys stat at 0.00175 sq mm
* Register-to-register setup slack at between 2000 and 3000 ps
* Worst-case hold slack at 523 ps
* Bufs and invs on worst path at 3
* Registers, synthesis at 32
* Final clock period utilization by the worst path at 61.3%
* Final Slew Violations at 0
* Final total negative setup slack at 0 ps
* Unique cell type count in the Yosys netlist at 35
* Delay-heaviest family, CP: buffers and inverters
* Synth warn at 1
* Setup repair after global routing missed its margin: no
* CP Capture Point: pc[28]
* Clk root buf: sky130_fd_sc_hd__clkbuf_8
* Initial cell density of the core at 20.0%
* # hold bufs at CTS at 0
* Via count of the first global-routing pass at 1819
* Max-capacitance violation count at 0
* Peak ir drop on the vdd network at 0.103 mV
* Drt first-iter violations at 67
* Most flops, register: pc
* Total routing usage reported by global routing at 9.26%
* Crit path required time at 4970 ps
* Largest registers in the final layout: pc x32
* Buffers added on ports at 66
* Placer congestion estimate at about 0.8
* Instance count on the critical path at 5
* Tally of nets with antenna violations remaining after routing at 0
* Setup crit start: branch
* Number of cells in Yosys stat at between 200 and 250
* Post-synth ARST share at 0%
* DRC violations left at 0
* Count of endpoints failing setup in the final report at 0
* Synth Area per Inst at 8.16 sq um
* Worst max-slew margin expressed relative to the limit at 41.6%
* Filler Cell Count at 920
* Final routed wirelength across all metal layers at 6110 um
* Number of vias per cell after detailed routing at 4.77
* Leftover overflow at the end of global routing at 0
* Worst flop-to-flop path startpoint: pc[15]
* Final worst path period need at approximately 2900 ps
* Area of the die at 0.0132 sq mm
* Io pins at 67
* Post-synthesis sequential area ratio at a little over a third
* Most used flip-flop cell: sky130_fd_sc_hd__dfxtp_1
* Inserted Diodes at 0
* Placeable core region at 0.00876 sq mm
* Quantity of gates resized following cts at 0
* CTS tree: yes
* Maximum count of clock buffers along a single path at 2
* Clock Skew at 5.47 ps
* Category of the most critical setup path: input port to register
* Category of the worst setup path capture point: register
* Number of flops mapped to enable cells by yosys at 0
* Die X at 115 um
* Commonest cells in the netlist: sky130_fd_sc_hd__dfxtp_1, sky130_fd_sc_hd__nor2_1, sky130_fd_sc_hd__nand3_1, sky130_fd_sc_hd__a211oi_1, sky130_fd_sc_hd__a311oi_1
* Routed length per placed instance at 15.9 um
* Max H-tree Level at 2
* Reg2Reg Depth at 4
* Critical Path Fanout Max at 33
* Die Span Y at 115 um
* Outcome: finished, final reports clean
* Final number of hold-violating endpoints at 0
* Worst-Margin Slew at 868 ps
* Instance tally after logic synthesis at 215
* Largest net degree at the start of global routing at 35
* Cell type with the largest total area: sky130_fd_sc_hd__dfxtp_1
* Warning total across the stage logs at 25
* First-pass DRT Iterations at 4
* Flip-flop count of the largest register after layout at 32
* Top post-synthesis cells by area: sky130_fd_sc_hd__dfxtp_1, sky130_fd_sc_hd__nor2_1, sky130_fd_sc_hd__a311oi_1
* Hold Path Origin: pc[0]
* Post-CTS repair timing setup buffer count at 0
* Cell breakdown of the critical path: clkdlybuf4s50_1, inv_1, buf_4, nor2_1, a2111oi_0
* CTS clock-pin slew for the worst setup and hold paths at around 60 ps
* Pwr Density at 270 mW/mm^2
* Half-perimeter wire length after placement at about 4600 um
* Reg-to-reg critical path endpoint: pc[26]
* Leakage power figure at between 0.8 and 0.9 nW
* Overall power consumption at 709 uW
* Ratio of cells with drive above 1 in the final layout at ~5%
* Initial antenna violation count at 0
* Startpoint Class: input port
* Slowest cell on crit path: sky130_fd_sc_hd__clkdlybuf4s50_1
worst min path at each step:
stage / end / cells after the start
after CTS: pc[0] / 2
after global routing: pc[1] / 2
final: pc[0] / 2
tightest hold or removal path, stage by stage, from the launching register on:
cell and delay, ps:
sky130_fd_sc_hd__dfxtp_1 340, sky130_fd_sc_hd__mux2i_1 70, sky130_fd_sc_hd__nor2_1 80
cells in the final DEF, fill, tap and decap left out, types with 4 or more instances in the layout:
cell type	instances
sky130_fd_sc_hd__nand4_1	6
sky130_fd_sc_hd__inv_1	7
sky130_fd_sc_hd__o31ai_1	10
sky130_fd_sc_hd__nor2_1	32
sky130_fd_sc_hd__clkdlybuf4s50_1	66
sky130_fd_sc_hd__a311oi_1	12
sky130_fd_sc_hd__xnor2_1	8
sky130_fd_sc_hd__a211oi_1	12
sky130_fd_sc_hd__dfxtp_1	32
sky130_fd_sc_hd__clkbuf_8	7
sky130_fd_sc_hd__or4_1	9
sky130_fd_sc_hd__nand2_1	11
sky130_fd_sc_hd__a2111oi_0	4
sky130_fd_sc_hd__nor4_1	7
sky130_fd_sc_hd__nand3_1	13
sky130_fd_sc_hd__xor2_1	4
cell families (layout without fill, tap and decap cells):
kind of cell	count (synthesis)	count (layout)	share of synthesized area, %
multiplexers	3	3	1.71
XOR/XNOR	12	12	5.99
AND/OR/NAND/NOR	98	98	29.2
adder cells (fa/ha/maj)	1	1	0.713
buffers and inverters	23	83	5.49
flip-flops	32	32	36.5
AND-OR/OR-AND	46	46	20.4
power breakdown:
group	leakage, nW	internal [mW]	switching (mW)	total, mW
clock network	0.0645	0.183	0.104	0.287
registers	0.266	0.285	0.0259	0.310
logic	0.515	0.0747	0.0370	0.112
stage by stage:
step	cell area (sq um)	setup slack (ps)	std cells	utilization, %
floorplan	1750	2680	215	-
global placement	2490	1630	375	28.5
detailed placement	2490	1580	375	28.5
CTS	2620	1880	383	29.9
global route	2620	1580	383	29.9
finish	2620	1860	383	29.9
routing by layer:
metal,global-route usage [%],share of wire [%]
met1,12.8,46
met2,14.3,45
met3,3.27,8.0
met4,0.578,0.38
met5,0,0
layout make-up:
class / count / area [sq um] / share of cell area, %
sequential: 32 / 641 / 24.4
clock buffer: 7 / 96.3 / 3.68
clock inverter: 1 / 30.0 / 1.15
timing repair buffer: 68 / 676 / 25.8
inverter: 7 / 26.3 / 1.00
multi-input combinational: 160 / 1020 / 38.8
tap: 108 / 135 / 5.16
No activity file was given, so power comes from the tool's default toggle rates.
